<file path="flow/run.sh">
#!/bin/bash
# OpenROAD 26Q1-2900-gdf79404cd8, Yosys 0.63+post, stock flow scripts
make -C /OpenROAD-flow-scripts/flow DESIGN_CONFIG=/design/flow/config.mk WORK_HOME=/design/flow/orfs finish
</file>
<file path="flow/config.mk">
export PLATFORM = sky130hd
export DESIGN_NAME = oledController
export DESIGN_NICKNAME = oledController
export VERILOG_FILES = /design/flow/design.v
export SDC_FILE = /design/flow/constraint.sdc
export NUM_CORES = 4
export LEC_CHECK = 1
export CORE_UTILIZATION = 30
export SYNTH_MEMORY_MAX_BITS = 65536
</file>
<file path="flow/constraint.sdc">
current_design oledController

set clk_period 5.8
set clk_io_pct 0.2

create_clock -name clk0 -period $clk_period [get_ports {clk}]

set non_clock_inputs [all_inputs -no_clocks]
set_input_delay [expr $clk_period * $clk_io_pct] -clock clk0 $non_clock_inputs
set_output_delay [expr $clk_period * $clk_io_pct] -clock clk0 [all_outputs]
</file>
<file path="flow/design.v">
`timescale 1ns / 1ps
module asciiROM(
    input  [7:0]  addr,
    output [63:0] data 
);
reg [63:0] mem [127:0];
initial begin
    mem[0] = 'h0000000000000000;
    mem[1] = 'h0000000000000000;
    mem[2] = 'h0000000000000000;
    mem[3] = 'h0000000000000000;
    mem[4] = 'h0000000000000000;
    mem[5] = 'h0000000000000000;
    mem[6] = 'h0000000000000000;
    mem[7] = 'h0000000000000000;
    mem[8] = 'h0000000000000000;
    mem[9] = 'h0000000000000000;
    mem[10] = 'h0000000000000000;
    mem[11] = 'h0000000000000000;
    mem[12] = 'h0000000000000000;
    mem[13] = 'h0000000000000000;
    mem[14] = 'h0000000000000000;
    mem[15] = 'h0000000000000000;
    mem[16] = 'h0000000000000000;
    mem[17] = 'h0000000000000000;
    mem[18] = 'h0000000000000000;
    mem[19] = 'h0000000000000000;
    mem[20] = 'h0000000000000000;
    mem[21] = 'h0000000000000000;
    mem[22] = 'h0000000000000000;
    mem[23] = 'h0000000000000000;
    mem[24] = 'h0000000000000000;
    mem[25] = 'h0000000000000000;
    mem[26] = 'h0000000000000000;
    mem[27] = 'h0000000000000000;
    mem[28] = 'h0000000000000000;
    mem[29] = 'h0000000000000000;
    mem[30] = 'h0000000000000000;
    mem[31] = 'h0000000000000000;
    mem[32] = 'h0000000000000000;
    mem[33] = 'h0000005f00000000;
    mem[34] = 'h0000030003000000;
    mem[35] = 'h643c26643c262400;
    mem[36] = 'h2649497f49493200;
    mem[37] = 'h4225120824522100;
    mem[38] = 'h20504e5522582800;
    mem[39] = 'h0000000300000000;
    mem[40] = 'h00001c2241000000;
    mem[41] = 'h00000041221c0000;
    mem[42] = 'h0015150e0e151500;
    mem[43] = 'h0008083e08080000;
    mem[44] = 'h0000005030000000;
    mem[45] = 'h0008080808080000;
    mem[46] = 'h0000004000000000;
    mem[47] = 'h4020100804020100;
    mem[48] = 'h003e4141413e0000;  
    mem[49] = 'h0000417f40000000;  
    mem[50] = 'h00426151496e0000;  
    mem[51] = 'h0022414949360000;  
    mem[52] = 'h001814127f100000;  
    mem[53] = 'h0027494949710000;  
    mem[54] = 'h003c4a4948700000;  
    mem[55] = 'h004321110d030000;  
    mem[56] = 'h0036494949360000;  
    mem[57] = 'h00060949291e0000;  
    mem[58] = 'h0000001200000000;
    mem[59] = 'h0000005230000000;
    mem[60] = 'h0000081414220000;
    mem[61] = 'h0014141414141400;
    mem[62] = 'h0000221414080000;
    mem[63] = 'h0002015905020000;
    mem[64] = 'h3e415d554d512e00;
    mem[65] = 'h407c4a094a7c4000;  
    mem[66] = 'h417f494949493600;  
    mem[67] = 'h1c22414141412200;  
    mem[68] = 'h417f414141221c00;
    mem[69] = 'h417f49495d416300;
    mem[70] = 'h417f49091d010300;
    mem[71] = 'h1c224149493a0800;
    mem[72] = 'h417f0808087f4100;
    mem[73] = 'h0041417F41410000;
    mem[74] = 'h304041413F010100;
    mem[75] = 'h417f080c12614100;
    mem[76] = 'h417f414040406000;
    mem[77] = 'h417f420c427f4100;
    mem[78] = 'h417f420c117f0100;
    mem[79] = 'h1c22414141221c00;
    mem[80] = 'h417f490909090600;
    mem[81] = 'h0c12212161524c00;
    mem[82] = 'h417f090919694600;
    mem[83] = 'h6649494949493300;
    mem[84] = 'h0301417f41010300;
    mem[85] = 'h013f4140413f0100;
    mem[86] = 'h010f3140310f0100;
    mem[87] = 'h011f6114611f0100;
    mem[88] = 'h4141360836414100;
    mem[89] = 'h0103447844030100;
    mem[90] = 'h4361514945436100;
    mem[91] = 'h00007f4141000000;
    mem[92] = 'h0102040810204000;
    mem[93] = 'h000041417f000000;
    mem[94] = 'h0004020101020400;
    mem[95] = 'h0040404040404000;
    mem[96] = 'h0001020000000000;
    mem[97] = 'h00344a4a4a3c4000;
    mem[98] = 'h00413f4848483000;
    mem[99] = 'h003c424242240000;
    mem[100] = 'h00304848493f4000;
    mem[101] = 'h003c4a4a4a2c0000;
    mem[102] = 'h0000487e49090000;
    mem[103] = 'h00264949493f0100;
    mem[104] = 'h417f480444784000;
    mem[105] = 'h0000447d40000000;
    mem[106] = 'h000040443d000000;
    mem[107] = 'h417f101824424200;
    mem[108] = 'h0040417f40400000;
    mem[109] = 'h427e027c027e4000;
    mem[110] = 'h427e4402427c4000;
    mem[111] = 'h003c4242423c0000;
    mem[112] = 'h00417f4909090600;
    mem[113] = 'h00060909497f4100;
    mem[114] = 'h00427e4402020400;
    mem[115] = 'h00644a4a4a360000;
    mem[116] = 'h00043f4444200000;
    mem[117] = 'h00023e4040227e40;
    mem[118] = 'h020e3240320e0200;
    mem[119] = 'h021e6218621e0200;
    mem[120] = 'h4262140814624200;
    mem[121] = 'h0143453805030100;
    mem[122] = 'h004662524a466200;
    mem[123] = 'h0000083641000000;
    mem[124] = 'h0000007f00000000;
    mem[125] = 'h0000004136080000;
    mem[126] = 'h0018080810101800;
    mem[127] = 'hAA55AA55AA55AA55;
end
assign data = mem[addr];
endmodule
`timescale 1ns / 1ps
module delayGen (
    input      clk       ,
    input      enable    ,
    output reg delayDone
);
reg [17:0] counter;
always @(posedge clk)
begin
    if (enable & (counter != 200000))
        counter <= counter + 1;
    else
        counter <= 0;
end
always @(posedge clk)
begin
    if(enable & (counter == 200000))
        delayDone <= 1'b1;
    else
        delayDone <= 1'b0;
end
endmodule
`timescale 1ns / 1ps
module oledController(
    input  clk                 ,      
    input  reset               ,
    input       in_data_valid  ,
    input [3:0] in_data        ,
    output reg  sendDone       ,
    output reg  oled_ready     ,
    output reg oled_vdd        ,  
    output reg oled_vbat       ,  
    output reg oled_reset_n    ,  
    output reg oled_dc_n       ,  
    output wire oled_spi_clk   ,  
    output wire oled_spi_data     
);
reg [4:0] state;       
reg [4:0] nextState;   
reg       startDelay;  
reg       spiLoadData;  
reg [7:0] spiData;      
reg [1:0] currPage;     
reg [7:0] columnAddr;   
reg [3:0] byteCounter;  
reg [6:0] clearLength;  
reg [3:0] reset_addr;   
reg [3:0] text_currIndex;
reg       writeTextEnable;
reg [7:0] charAddr;
reg       clearEnd;     
reg       textDone;     
wire        delayDone;    
wire        spiDone;      
wire [7:0]  in_ROM;       
wire [63:0] digitBitMap;  
assign in_ROM   = (writeTextEnable) ? charAddr : (clearEnd) ? (in_data + 'd48) : reset_addr;
assign clearLen = clearLength;
localparam  IDLE           = 'd0,
            DELAY          = 'd1,
            INIT           = 'd2,
            RESET          = 'd3,
            CHARGE_PUMP    = 'd4,
            CHARGE_PUMP1   = 'd5,
            WAIT_SPI       = 'd6,
            PRE_CHARGE     = 'd7,
            PRE_CHARGE1    = 'd8,
            VBAT_ON        = 'd9,
            CONTRAST       = 'd10,
            CONTRAST1      = 'd11,
            SEG_REMAP      = 'd12,
            SCAN_DIR       = 'd13,
            COM_PIN        = 'd14,
            COM_PIN1       = 'd15,
            DISPLAY_ON     = 'd16,
            FULL_DISPLAY   = 'd17,
            DONE           = 'd18,
            PAGE_ADDR      = 'd19,
            PAGE_ADDR1     = 'd20,
            PAGE_ADDR2     = 'd21,
            COLUMN_ADDR    = 'd22,
            SEND_DATA      = 'd23,
            CLEAR_DISPLAY  = 'd24,
            DISPLAY_TEXT   = 'd25;
localparam digitText  = "Digit is ";
localparam textLenght = 9;
always @(posedge clk) begin
    if (reset)
        clearEnd <= 1'b0;
    else if ((clearLength == 0) && sendDone)
        clearEnd <= 1'b1;
end
always @(posedge clk)
begin
    if (reset)
    begin
        state           <= IDLE;
        nextState       <= IDLE;
        oled_vdd        <= 1'b1;
        oled_vbat       <= 1'b1;
        oled_reset_n    <= 1'b1;
        oled_dc_n       <= 1'b1;
        startDelay      <= 1'b0;
        spiData         <= 8'd0;
        spiLoadData     <= 1'b0;
        oled_ready      <= 1'b0;
        clearLength     <= 'd64;
        text_currIndex  <= textLenght;
        reset_addr      <= 0;
        currPage        <= 0;
        sendDone        <= 0;
        columnAddr      <= 0;
        writeTextEnable <= 0;
        charAddr        <= 0;
        textDone        <= 0;
    end else
    begin
        case(state)
            IDLE: begin
                oled_vbat    <= 1'b1;
                oled_reset_n <= 1'b1;
                oled_dc_n    <= 1'b0;
                oled_vdd     <= 1'b0;
                state        <= DELAY;
                nextState    <= INIT;
            end
            DELAY: begin
                startDelay <= 1'b1;
                if (delayDone)
                begin
                    state      <= nextState;
                    startDelay <= 1'b0;
                end
            end
            INIT: begin
                spiData     <= 'hAE;
                spiLoadData <= 1'b1;
                if (spiDone)
                begin
                    spiLoadData  <= 1'b0;
                    oled_reset_n <= 1'b0;
                    state        <= DELAY;
                    nextState    <= RESET;
                end
            end
            RESET: begin
                oled_reset_n <= 1'b1;
                state        <= DELAY;
                nextState    <= CHARGE_PUMP;
            end
            CHARGE_PUMP: begin
                spiData     <= 'h8D;
                spiLoadData <= 1'b1;
                if (spiDone)
                begin
                    spiLoadData <= 1'b0;
                    state       <= WAIT_SPI;
                    nextState   <= CHARGE_PUMP1;
                end
            end
            WAIT_SPI: begin
                if (!spiDone)
                begin
                    state <= nextState;
                end
            end
            CHARGE_PUMP1: begin
                spiData     <= 'h14;
                spiLoadData <= 1'b1;
                if (spiDone)
                begin
                    spiLoadData <= 1'b0;
                    state       <= WAIT_SPI;
                    nextState   <= PRE_CHARGE;
                end
            end
            PRE_CHARGE: begin
                spiData     <= 'hD9;
                spiLoadData <= 1'b1;
                if (spiDone)
                begin
                    spiLoadData <= 1'b0;
                    state       <= WAIT_SPI;
                    nextState   <= PRE_CHARGE1;
                end
            end
            PRE_CHARGE1: begin
                spiData     <= 'hF1;
                spiLoadData <= 1'b1;
                if (spiDone)
                begin
                    spiLoadData <= 1'b0;
                    state       <= WAIT_SPI;
                    nextState   <= VBAT_ON;
                end
            end            
            VBAT_ON: begin
                oled_vbat <= 1'b0;
                state     <= DELAY;
                nextState <= CONTRAST;
            end
            CONTRAST: begin
                spiData     <= 'h81;
                spiLoadData <= 1'b1;
                if (spiDone)
                begin
                    spiLoadData <= 1'b0;
                    state       <= WAIT_SPI;
                    nextState   <= CONTRAST1;
                end
            end  
            CONTRAST1: begin
                spiData     <= 'hFF;
                spiLoadData <= 1'b1;
                if (spiDone)
                begin
                    spiLoadData <= 1'b0;
                    state       <= WAIT_SPI;
                    nextState   <= SEG_REMAP;
                end
            end            
            SEG_REMAP:begin
                spiData     <= 'hA0;
                spiLoadData <= 1'b1;
                if (spiDone)
                begin
                    spiLoadData <= 1'b0;
                    state       <= WAIT_SPI;
                    nextState   <= SCAN_DIR;
                end
            end 
            SCAN_DIR: begin
                spiData     <= 'hC0;
                spiLoadData <= 1'b1;
                if (spiDone)
                begin
                    spiLoadData <= 1'b0;
                    state       <= WAIT_SPI;
                    nextState   <= COM_PIN;
                end
            end 
            COM_PIN: begin
                spiData     <= 'hDA;
                spiLoadData <= 1'b1;
                if (spiDone)
                begin
                    spiLoadData <= 1'b0;
                    state       <= WAIT_SPI;
                    nextState   <= COM_PIN1;
                end
            end
            COM_PIN1: begin
                spiData     <= 'h00;
                spiLoadData <= 1'b1;
                if (spiDone)
                begin
                    spiLoadData <= 1'b0;
                    state       <= WAIT_SPI;
                    nextState   <= DISPLAY_ON;
                end
            end
            DISPLAY_ON: begin
                spiData     <= 'hAF;
                spiLoadData <= 1'b1;
                if (spiDone)
                begin
                    spiLoadData <= 1'b0;
                    state       <= WAIT_SPI;
                    nextState   <= PAGE_ADDR;
                end
            end 
            PAGE_ADDR: begin
                spiData     <= 'h22;
                spiLoadData <= 1'b1;
                oled_dc_n   <= 1'b0;
                if (spiDone)
                begin
                    spiLoadData <= 1'b0;
                    state       <= WAIT_SPI;
                    nextState   <= PAGE_ADDR1;
                end
            end
            PAGE_ADDR1: begin
                spiData     <= currPage;
                spiLoadData <= 1'b1;
                if (spiDone)
                begin
                    spiLoadData <= 1'b0;
                    state       <= WAIT_SPI;
                    currPage    <= currPage + 1;
                    nextState   <= PAGE_ADDR2;
                end
            end  
            PAGE_ADDR2: begin
                spiData     <= currPage;
                spiLoadData <= 1'b1;
                if (spiDone)
                begin
                    spiLoadData <= 1'b0;
                    state       <= WAIT_SPI;
                    nextState   <= COLUMN_ADDR;
                end
            end              
            COLUMN_ADDR: begin
                spiData     <= 'h10;
                spiLoadData <= 1'b1;
                if (spiDone)
                begin
                    spiLoadData <= 1'b0;
                    state       <= WAIT_SPI;
                    if (clearLength == 0)
                        nextState <= DONE;
                    else
                        nextState <= CLEAR_DISPLAY;
                end
            end            
            CLEAR_DISPLAY: begin
                byteCounter <= 8;
                sendDone    <= 1'b0;
                if (columnAddr != 128 & !sendDone) begin
                    state       <= SEND_DATA;
                    clearLength <= clearLength - 1;
                end
                else if (columnAddr == 128 & !sendDone) begin
                    state      <= PAGE_ADDR;
                    columnAddr <= 0;
                end
            end
            DISPLAY_TEXT: begin
                byteCounter     <= 8;
                sendDone        <= 1'b0;
                writeTextEnable <= 1'b1;
                if (text_currIndex == 0) begin
                    state           <= DONE;
                    writeTextEnable <= 1'b0;
                    textDone        <= 1'b1;
                end else 
                    state <= SEND_DATA;
                charAddr       <= digitText[(text_currIndex * 8 - 1)-:8];
                text_currIndex <= text_currIndex - 1;
            end
            DONE: begin
                sendDone   <= 1'b0;
                oled_ready <= 1'b1;
                if (clearEnd & ~textDone)
                    state <= DISPLAY_TEXT;
                else if (in_data_valid & columnAddr != 128 & !sendDone)
                begin
                    state       <= SEND_DATA;
                    byteCounter <= 8;
                end
                else if (in_data_valid & columnAddr == 128 & !sendDone)
                begin
                    state       <= PAGE_ADDR;
                    columnAddr  <= 0;
                    byteCounter <= 8;
                end
            end   
            SEND_DATA: begin
                spiData     <= digitBitMap[(byteCounter*8 - 1)-:8];
                spiLoadData <= 1'b1;
                oled_dc_n   <= 1'b1;
                if (spiDone)
                begin
                    columnAddr  <= columnAddr + 1;
                    spiLoadData <= 1'b0;
                    state       <= WAIT_SPI;
                    if (byteCounter != 1)
                    begin
                        byteCounter <= byteCounter - 1;
                        nextState   <= SEND_DATA;
                    end
                    else
                    begin
                        if (clearLength == 0)
                            nextState <= DONE;
                        else
                            nextState <= CLEAR_DISPLAY;
                        sendDone  <= 1'b1;
                    end
                end
            end                   
        endcase
    end
end
delayGen i_DG(
    .clk       (clk         ),
    .enable    (startDelay  ),
    .delayDone (delayDone   )
);
spiController i_SC(
    .clk       (clk           ), 
    .reset     (reset         ),
    .load_data (spiLoadData   ), 
    .data_in   (spiData       ),
    .spi_clock (oled_spi_clk  ),
    .spi_data  (oled_spi_data ),
    .done_send (spiDone       )
);
asciiROM i_ROM(
    .addr (in_ROM      ),
    .data (digitBitMap )
);
endmodule
`timescale 1ns / 1ps
module spiController (
    input       clk       ,   
    input       reset     ,
    input       load_data ,   
    input [7:0] data_in   ,   
    output      spi_clock ,   
    output reg  spi_data  ,   
    output reg  done_send     
);
reg [2:0] counter = 0 ;
reg [2:0] dataCount   ;
reg [7:0] shiftReg    ;   
reg [1:0] state       ;   
reg       clock_10    ;   
reg       CE          ;   
assign spi_clock = (CE == 1) ? clock_10 : 1'b1;
always @(posedge clk)
begin
    if(counter != 4)
        counter <= counter + 1;
    else
        counter <= 0;
end
initial
    clock_10 <= 0;
always @(posedge clk)
begin
    if(counter == 4)
        clock_10 <= ~clock_10;
end
localparam IDLE = 'd0;
localparam SEND = 'd1;
localparam DONE = 'd2;
always @(negedge clock_10)
begin
    if(reset)
    begin
        state     <= IDLE;
        dataCount <= 0;
        done_send <= 1'b0;
        CE        <= 0;
        spi_data  <= 1'b1;
    end else
    begin
        case(state)
            IDLE: begin
                if(load_data)
                begin
                    shiftReg  <= data_in;
                    state     <= SEND;
                    dataCount <= 0;
                end
            end
            SEND: begin
                spi_data <= shiftReg[7];
                shiftReg <= {shiftReg[6:0], 1'b0};  
                CE <= 1;
                if (dataCount != 7)
                    dataCount <= dataCount + 1;
                else
                    state <= DONE;
            end
            DONE: begin
                CE <= 0;
                done_send <= 1'b1;
                if(!load_data)
                begin
                    done_send <= 1'b0;
                    state     <= IDLE;
                end
            end
        endcase
    end
end
endmodule
</file>
==> impl_metrics.toml <==
# yosys + openroad results
[sta]
max_freq_ghz = 0.207
setup_viol = 0
slew_headroom_pct = 6.34
finalClockPeriodUsage_pct = 83.4
finalMaxSlewViolations = 0
clock_skew_ns = 0.0144
timing.final.ws_setup_ns = 0.962
hold_slack_ns = 0.447
unconstrained_endpoints = 26
rsz0062_at_grt = "false"
period_minus_slack_ns = 4.84
unclocked_regs = 17
tightestPinTransition_ns = 1.40
fin_tns_setup_ns = 0
hold_viol = 0

[cts]
hold_buffers = 0
clock_path_buffers = 2
cts_tree = "yes"
clk_pin_slew_ns = 0.07
h-tree-depth = 3
clk_latency_ns = 0.37
cts_setup_buffers = 0
cts-buffers-inserted = 9
root_buffer = "clkbuf_16"
cts_resized = 0

[yosys]
xor_share_pct = 2.99
yosys_warnings = 5
yosysChipArea_mm2 = 0.0108
async_flop_share_pct = 0
synth-edff-count = 13
synth_adder_area_share_pct = 3.12
muxShareOfSynthArea_pct = 2.38
synthTopCellsByCount = "nor2_1 (174), a21oi_1 (158), o21ai_0 (149)"
numSynthFlops = 101
logic_family = "AND-OR/OR-AND gates"
syn_avg_cell_area_um2 = 6.85
area_leaders = "dfxtp_1 (16%), a21oi_1 (7.3%), o21ai_0 (6.9%), nor2_1 (6.0%), nand2_1 (4.5%)"
ys.flop_type = "dfxtp_1"
syn_area_mm2 = 0.0108
ys_seq_share_pct = 19.9
top_area_share_pct = 16.3
synthesis.instances = 1581
ys_sh_simple_pct = 25.6
ys_cells = 1581
most_common_cell = "nor2_1"
ys_types = 94
yosysTopAreaCell = "dfxtp_1"
aoi_share_pct = 38.7

[finish]
drive_gt1_share_pct = 12.8
instances_no_fill = 2060
regArea_mm2 = 0.00215
combGateArea_mm2 = 0.00789
areaGrowthSynthToFinish_pct = 12.9
fin_util_pct = 34.4
stdcell_area_mm2 = 0.0122
fill_cells = 3909

[setup_path]
path_buffers = 4
crit_path_max_fanout = 12
critical_path.reg2reg.startpoint = "writeTextEnable"
arrival_ns = 5.08
end_kind = "flop"
crit_start = "in_data[1]"
rrSetupSlack_ns = 1.45
path_cells = "clkdlybuf4s50_1 -> nand2_1 -> o21a_1 -> inv_1 -> ha_1 -> clkinv_1 -> nor3_1 -> buf_4 -> nor3_1 -> nor3_1 -> nor2_1 -> a31oi_1 -> a2111oi_0 -> o41ai_2"
critPathLaunchType = "input pin"
cpLargestDelayFamily = "AND-OR/OR-AND gates"
critPathMostFrequentCell = "nor3_1"
worstPathRequired_ns = 6.04
worstSetupPathType = "input pin to flop"
cpMaxStageDelayCell = "nor3_1"
critPathMaxStageDelay_ns = 0.70

[routing]
via_per_inst = 6.82
ant_nets = 0
initialDrtViolationCount = 2001
routedWlPerCell_um = 35.8
vias = 14043
wirelength_um = 73800
drc = 0
first_pass_iters = 6

[die]
core-area_mm2 = 0.0356
rows = 69
dieHeight_um = 192
die_area_mm2 = 0.0369
pin_count = 15
die_width_um = 192
fp_util_pct = 30.5

[job]
warnings = 41
max_cap_violations = 0

[place]
port_buffers = 14
place_area_mm2 = 0.0119
dp.cells = 2041
dpl_worst_slack_ns = 0.782
dp_hpwl_um = 53400
place_congestion = 1.13

[run_status]
run_status = "finished clean"

[power_and_ir_drop]
power_mw = 1.87
power.leakage_nw = 4.22
max-vdd-ir-drop_mv = 0.234
powerDensity_mw_per_mm2 = 153

[hold_path]
hp-class = "flop to flop"
holdCritStartpoint = "i_SC.counter[0]"

[global_routing]
antenna_found_initial = 6
first_global_vias = 13099
track_usage_pct = 41.2
grt_pass1_wl_um = 103000
grt_max_degree = 51
grt_overflow = 0
==> metal layers <==
metal,vias to the layer above,routed length (um),GRT usage [%]
met1,6817,29200,55.3
met4,6,5150,22.7
met2,956,30600,58.7
li1,5999,-,-
met3,265,8690,13.2
met5,-,44,0
==> flip-flops by register name, summed over array words and instances, names as in the netlist, 2 cells and up <==
| register | flops |
|---|---|
| columnAddr | 8 |
| nextState | 5 |
| clearLength | 7 |
| i_SC.state | 3 |
| byteCounter | 4 |
| state | 5 |
| i_SC.counter | 3 |
| i_SC.dataCount | 3 |
| spiData | 8 |
| i_DG.counter | 18 |
| charAddr | 7 |
| i_SC.shiftReg | 8 |
| currPage | 2 |
| text_currIndex | 4 |
==> worst register-to-register path, cell delays in order (launching register included) <==
cell	delay, ns
dfxtp_2	0.73
buf_4	0.38
and2_1	0.55
buf_4	0.38
nor3_2	0.11
buf_12	0.16
a21oi_1	0.63
nor2_1	0.13
o21ai_0	0.18
a41oi_1	0.14
o311ai_1	0.63
o32ai_1	0.19
==> final cells by class <==
cell class	instances	area share, %
diodes	3	0.0613
clock buffers	9	1.84
clock inverters	7	0.481
inverters	37	1.13
multi-input cells	1293	64.5
flip-flops and latches	101	17.6
well taps	461	4.71
repair buffers	149	9.69
==> cells in the final DEF, fill, tap and decap left out, drive strengths merged, types with 25 or more instances in the layout <==
| cell type | instances |
|---|---|
| a211oi | 41 |
| a21oi | 160 |
| a31oi | 31 |
| buf | 136 |
| dfxtp | 88 |
| ha | 27 |
| inv | 35 |
| nand2 | 134 |
| nand2b | 25 |
| nand3 | 59 |
| nor2 | 176 |
| nor3 | 62 |
| o21ai | 157 |
==> final timing paths <==
kind | to | cells past startpoint
max | spiData[5] | 14
min | i_SC.counter[0] | 1
max reg2reg | spiData[1] | 11
min reg2reg | i_SC.counter[0] | 1
==> report_power, final <==
group | total (mW) | internal [mW] | switching, mW
registers | 0.690 | 0.644 | 0.0462
clock network | 0.568 | 0.296 | 0.272
logic | 0.615 | 0.215 | 0.400
==> logic make-up after synthesis <==
kind of cell | count (synthesis)
muxes | 23
DFF | 101
and+or+nand+nor | 570
xor gates and xnor gates | 37
buffers and inverters | 187
adders and majority gates | 27
AOI/OAI and AO/OA | 636
